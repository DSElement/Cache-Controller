==> /design/flow/design.v <==
module replacer (
    input wire [511:0] data_in,
    input wire [3:0] word_offset,
    input wire [31:0] data_write,
    input wire enable,
    output reg [511:0] data_out
);
    integer i;
    always @(*) begin
        data_out = data_in;
        if (enable) begin
            case (word_offset)
                4'd0:  data_out[ 31:  0] = data_write;
                4'd1:  data_out[ 63: 32] = data_write;
                4'd2:  data_out[ 95: 64] = data_write;
                4'd3:  data_out[127: 96] = data_write;
                4'd4:  data_out[159:128] = data_write;
                4'd5:  data_out[191:160] = data_write;
                4'd6:  data_out[223:192] = data_write;
                4'd7:  data_out[255:224] = data_write;
                4'd8:  data_out[287:256] = data_write;
                4'd9:  data_out[319:288] = data_write;
                4'd10: data_out[351:320] = data_write;
                4'd11: data_out[383:352] = data_write;
                4'd12: data_out[415:384] = data_write;
                4'd13: data_out[447:416] = data_write;
                4'd14: data_out[479:448] = data_write;
                4'd15: data_out[511:480] = data_write;
                default: ;
            endcase
        end
    end
endmodule
==> /design/flow/run.sh <==
#!/bin/bash
# OpenROAD 26Q1-2900-gdf79404cd8, Yosys 0.63+post, stock flow scripts
make -C /OpenROAD-flow-scripts/flow DESIGN_CONFIG=/design/flow/config.mk WORK_HOME=/design/flow/orfs finish
==> /design/flow/config.mk <==
export PLATFORM = sky130hd
export DESIGN_NAME = replacer
export DESIGN_NICKNAME = replacer
export VERILOG_FILES = /design/flow/design.v
export SDC_FILE = /design/flow/constraint.sdc
export NUM_CORES = 4
export LEC_CHECK = 1
export CORE_AREA = 10 10 408 408
export DIE_AREA = 0 0 418 418
==> /design/flow/constraint.sdc <==
current_design replacer

set clk_period 4.5
set clk_io_pct 0.2

create_clock -name clk0 -period $clk_period

set non_clock_inputs [all_inputs -no_clocks]
set_input_delay [expr $clk_period * $clk_io_pct] -clock clk0 $non_clock_inputs
set_output_delay [expr $clk_period * $clk_io_pct] -clock clk0 [all_outputs]
==> Slide: Implementation Results <==
Flow Results at a Glance

Finish
  • Syn-to-layout area delta: 216%
  • # clk buffers: 0
  • Layout Cells excl Fill: 3764
  • Share of post-route cells with drive strength above 1: between 30% and 40%
  • Fin util: approximately an eighth
  • Fillcell total: 18000
  • Gate Area: 6000 um^2
  • Num sequential: 0
  • Area occupied by registers: 0 um^2
  • Final Instance Area: ~20000 um^2

Drt
  • Detailed Route Iter0 Violations: 526
  • Drc violations: 0
  • DRT antenna net count: 0
  • DR vias: 11400
  • DRT Wirelength: approximately 180000 um
  • First drt pass iteration count: 4
  • Routed length per instance: between 40 and 50 um
  • Vias per inst: 3.02

Power
  • Peak VDD IR: 37.5 uV
  • Leak: 6.64 nW
  • P per Cell Area: 96.6 nW/um^2

Worst setup path
  • Worst stage delay on the critical path: 0.61 ns
  • CP required: 3.60 ns
  • WP data arrival: 3.43 ns
  • Most used cell, CP: clkdlybuf4s50_1
  • CP Launch Type: primary input
  • Worst-path cell chain: clkdlybuf4s50_1, nand2b_1, nand2b_2, buf_12, mux2_2, clkdlybuf4s50_1
  • CP Capture Type: primary output
  • CP Class: in -> out
  • CP max stage cell: clkdlybuf4s50_1
  • Crit path max fanout: 32

Floorplan
  • IO Pins: between 1000 and 1500
  • Fp util: under 10%
  • Die W: 418 um
  • Site Rows: 146
  • Die ar.: approximately 170000 um^2
  • Die height: 418 um
  • Core ar.: 158000 um^2

Synth
  • Ys Warns: 1
  • Synth top cell by count: mux2_2
  • Top post-synthesis cells by area: mux2_2 (90%), buf_2 (3.3%), clkbuf_1 (2.2%), mux2_1 (1.8%), nor2_1 (0.60%)
  • Top cell area share: 89.7%
  • FA/HA/MAJ Cells, Area Fraction: 0%
  • Cell area after synthesis: 6300 um^2
  • Top cell type by total area after synthesis: mux2_2
  • Avg Cell Area, Syn: 10.1 um^2
  • YS chip area: 6300 um^2
  • Seq/Total Area, Yosys: 0%
  • Synth top cells by count: mux2_2 (502), buf_2 (42), clkbuf_1 (37)
  • Cell variety after synth: 15
  • Syn Inst Count: a little over 600
  • Multiplexer share of the synthesized area: 91.5%
  • Yosys aoi share: 0%
  • Dominant kind of combinational cell: multiplexers
  • Basic Gates by Area: 2.02%
  • XOR-XNOR Cells, Area Fraction: 0%
  • Yosys cell count: around 620

STA
  • Minimum clock period: approximately 4.3 ns
  • Final Cycle Share: 96.2%
  • TNS Setup: 0 ns
  • Worst rel slew slack: 18.4%
  • Fin. Hold Viols: 0
  • RSZ-0062 raised after global routing: no
  • Actual slew at the worst max-slew pin: 1.22 ns
  • Final setup fails: 0
  • Final hold slack: around 2.5 ns
  • Max-slew violation count: 0
  • Peak Freq: around 230 MHz

Min path
  • Min-Delay Path Depth: 3
  • Worst Hold Launch: data_in[321]
  • Hold EP: data_out[321]
  • Hold Crit Class: in -> out

Global route
  • Vias in the first global route: 11100
  • Antenna violations before repair: between 200 and 250
  • Pin count of the biggest net entering global routing: 33
  • Wire length of the first global-routing pass: 203000 um
  • Total GRT Usage: 19.5%
  • GR Overflow Total: 0

Flow run
  • Tool Warnings: 32
  • Max Cap Viol: 0

Placement
  • Hpwl dp: 160000 um
  • Post-DP Area: 19900 um^2
  • Port Buffers: 1061
  • Routability Congestion: 0.905
  • Placed cells: between 3000 and 4000

Status
  • Status: finished, final reports clean

Clock tree
  • Post-CTS Resized: 0
  • Hold_buf cts: 0
  • Post-CTS setup buffers: 0
cells by family after synthesis:
| kind of cell | count (synthesis) |
|---|---|
| simple gates | 24 |
| buf+inv | 86 |
| mux | 512 |
power breakdown:
group	switching [mW]	leakage [nW]	internal [mW]
Combinational	0.815	6.64	1.11
Sequential	0	0	0
Clock	0	0.000200	0.000000511
per-stage QoR:
step	setup WS [ns]	power, mW
after global routing	0.117	2.03
after global placement	0.187	1.95
final	0.171	1.93
after floorplan	1.64	0.271
after detailed placement	0.196	1.93
after CTS	0.177	1.95
worst max path at each step:
stage | start | endpoint | slack [ns]
4_1_cts | word_offset[0] | data_out[73] | 0.18
5_1_grt | word_offset[0] | data_out[73] | 0.12
6_report | word_offset[0] | data_out[73] | 0.17
worst max-delay path, delay by kind of cell:
family	cells	cell delay, ns
buffers and inverters	3	1.42
AND/OR/NAND/NOR	2	0.57
multiplexers	1	0.42
cell usage in the layout, fill, tap and decap left out:
cell,Yosys,final
buf_12,0,25
buf_4,3,97
clkdlybuf4s50_1,0,1002
diode_2,0,32
mux2_1,10,10
mux2_2,502,502
nand2_1,2,1
nand2_4,0,1
nand2b_1,5,2
nand2b_2,0,1
nand2b_4,0,2
nand3_1,1,1
nand3b_1,2,2
nor2_1,10,1
nor2_4,0,9
nor2b_4,0,1
nor3b_2,1,1
or3_4,0,2
per-layer routing:
layer	vias to the layer above	track usage (%)	routed length, um
li1	4449	-	-
met1	5414	21.2	62900
met2	1057	32.6	84200
met3	422	11.9	24800
met4	20	3.56	4590
met5	-	0	137
layout make-up:
class              count  share of cell area (%)
repair buffers      1124                    56.5
multi-input cells    536                    30.1
well taps           2072                    13.0
diodes                32                   0.402
Power figures rest on the tool's default switching activity, not on a simulated workload.
